==> ./design.v <==
module jk_ff(j, k, clk, clr, q);
    input j, k, clr, clk;
    output reg q;
    initial begin
        q <= 1'b0;  
    end
    always @(posedge clk or posedge clr) begin
        if (clr) begin  
            q <= 1'b0;
        end else begin
            case ({j,k})
                2'b00: q <= q;     
                2'b01: q <= 1'b0;  
                2'b10: q <= 1'b1;  
                2'b11: q <= ~q;    
            endcase
        end
    end
endmodule
module counter(out, clr, clk);
    input clk, clr;
    output [4:0] out;
    wire w1, w2, w3;
    and x1(w1, out[1], out[0]);
    and x2(w2, out[2], w1);
    and x3(w3, out[3], w2);
    jk_ff jkf1(1'b1, 1'b1, clk, clr, out[0]);
    jk_ff jkf2(out[0], out[0], clk, clr, out[1]);
    jk_ff jkf3(w1, w1, clk, clr, out[2]);
    jk_ff jkf4(w2, w2, clk, clr, out[3]);
    jk_ff jkf5(w3, w3, clk, clr, out[4]);
endmodule
module traffic_controller (I, A1, A2, B, C, clk, mode);
    input I, clk;
    output reg A1, A2, B, C;
    output reg [1:0] mode = 1;  
    wire [4:0] count_val;
    reg clr = 0;
    counter m(count_val, clr, clk);
    always @(posedge clk) begin
        case (mode)
            2'b00: begin 
                A1 = 0; A2 = 0; B = 0; C = 0;
                if (clr == 1) clr = 0;  
                if (count_val == 29) begin  
                    mode = 1;
                    A1 = 1; A2 = 0; B = 0; C = 1; 
                    clr = 1;  
                end
            end
            2'b01: begin 
                A1 = 1; A2 = 0; B = 0; C = 1; 
                if (clr == 1) clr = 0;
                if (count_val == 29) begin
                    clr = 1;
                    if (I) begin 
                        mode = 0;  
                        A1 = 0; A2 = 0; B = 0; C = 0; 
                    end
                    else begin 
                        mode = 2;  
                        A1 = 1; A2 = 1; B = 0; C = 0; 
                    end
                end
            end
            2'b10: begin 
                A1 = 1; A2 = 1; B = 0; C = 0;
                if (clr == 1) clr = 0;
                if (count_val == 9) begin  
                    clr = 1;
                    if (I) begin 
                        mode = 0;
                        A1 = 0; A2 = 0; B = 0; C = 0;
                    end
                    else begin 
                        mode = 3;
                        A1 = 0; A2 = 0; B = 1; C = 0;
                    end
                end
            end
            2'b11: begin 
                A1 = 0; A2 = 0; B = 1; C = 0;
                if (clr == 1) clr = 0;
                if (count_val == 19) begin  
                    clr = 1;
                    if (I) begin 
                        mode = 0;
                        A1 = 0; A2 = 0; B = 0; C = 0;
                    end
                    else begin 
                        mode = 1;
                        A1 = 1; A2 = 0; B = 0; C = 1;
                    end
                end
            end
        endcase
    end
endmodule
==> ./run.sh <==
#!/bin/bash
# OpenROAD 26Q1-2900-gdf79404cd8, Yosys 0.63+post, stock flow scripts
make -C /OpenROAD-flow-scripts/flow DESIGN_CONFIG=/design/flow/config.mk WORK_HOME=/design/flow/orfs finish
==> ./config.mk <==
export PLATFORM = sky130hd
export DESIGN_NAME = traffic_controller
export DESIGN_NICKNAME = traffic_controller
export VERILOG_FILES = /design/flow/design.v
export SDC_FILE = /design/flow/constraint.sdc
export NUM_CORES = 4
export LEC_CHECK = 1
export CORE_AREA = 10 10 70 70
export DIE_AREA = 0 0 80 80
==> ./constraint.sdc <==
current_design traffic_controller

set clk_period 1.2
set clk_io_pct 0.2

create_clock -name clk0 -period $clk_period [get_ports {clk}]

set non_clock_inputs [all_inputs -no_clocks]
set_input_delay [expr $clk_period * $clk_io_pct] -clock clk0 $non_clock_inputs
set_output_delay [expr $clk_period * $clk_io_pct] -clock clk0 [all_outputs]
==> metrics.sh <==
FIN_WORST_SKEW_NS=0.00710
CTS_HTREE_LEVELS=1
R2R_CELLS=4
GR_OVERFLOW_TOTAL=0
SYNTH.YOSYS.SEQ_AREA_SHARE_PCT=52.2
CLKTRANSATPATHREGS_NS=0.07
TIMING.FINAL.WS_SETUP_NS=-0.439
PATH_MAX_FANOUT=3
TIMING.CRITICAL_PATH.CELLS='nand2_2, or4b_4, or2_4, a31oi_4'
CTS_HOLD_BUF=0
WARNINGS=28
GRT_PASS1_VIAS=455
SYNTHESIS.AREA_SQ_UM=547
FIRST_PASS_GRT_WIRE_LENGTH_MM=1.96
PWR_CELL_AREA_nW_PER_UM2=796
ROUTE.DETAILED.VIAS_PER_INST=3.79
CTS-BUFFERS-INSERTED=3
STARTPOINT='m.jkf2.q$_DFFE_PP0P_'
WORST_SETUP_PATH_ENDPOINT='mode[0]$_DFFE_PP_'
DP.FINAL_HPWL_MICRONS=824
SYNTH-EDFF-COUNT=2
WIRE_PER_INST_MICRONS=9.47
FINAL_LAYOUT_SIZE_SUFFIX_GT1_SHARE_PCT=45.0
CTS_TREE='built'
VIOLATIONS='setup timing'
SYNTH_TOP_FLOP_CELL='sky130_fd_sc_hd__dfxtp_1'
GRTUSAGEMET3_PCT=1.70
TIMING.SETUP.CRITICAL_PATH_CLASS='reg2reg'
FINAL_TOTAL_POWER_uW=717
POSTSYNTH.ASYNCRESETSHARE_PCT=41.7
CRITICAL_PATH.TOP_DELAY_FAMILY='simple AND/OR/NAND/NOR gates'
MAX_CLOCK_FREQ_MHz=610
POST_SYNTH_MOST_FREQUENT_CELLS='5 x sky130_fd_sc_hd__dfrtp_1, 5 x sky130_fd_sc_hd__dfxtp_1, 4 x sky130_fd_sc_hd__xnor2_1'
TNS_NS=-1.98
WORST_SLEW_PIN_SLEW_NS=0.239
CTS.SINKS=12
SEQ_AREA_SQ_UM=285
HOLDCRITPATHCLASS='reg2async'
REG2REG_FROM='m.jkf2.q$_DFFE_PP0P_'
WORST_EP_REQUIRED_TIME_NS=1.18
GLOBAL_ROUTE.USAGE.MET2_PCT=5.62
DIE.SIZE.Y_MICRONS=80
CLOCK_PATH_BUFFERS=2
OUTCOME='complete, but fails checks'
YS.FLOPS=12
RSZ0062_AT_GRT='yes'
TIMING.CRITICAL_PATH.FROM_TYPE='flop'
HOLD_SLACK_NS=0.0998
MAX_STAGE_DELAY_NS=0.48
FINALNONFILLERCELLS=126
ANTENNA_CELLS_INSERTED=0
RRSETUPSLACK_NS=-0.44
YS_CHIP_AREA_SQ_UM=547
SYNTHTOLAYOUTAREAGROWTH_PCT=64.8
CLOCK-ROOT-BUFFER='sky130_fd_sc_hd__clkbuf_4'
SYNTH.YOSYS.WARNINGS=2
FIRST_ITER_VIOLATIONS=27
ARRIVAL_NS=1.62
DIE_X_MICRONS=80
DRT_DRC_VIOLATIONS_LEFT=0
VDD_IR_DROP_MAX_mV=0.247
MAX_CAP_VIOLATIONS=0
FINAL.MIN_CLOCK_PERIOD_NS=1.64
AVGSYNTHCELLAREA_SQ_UM=10.3
FINAL_CORE_UTIL_PCT=26.4
SLEW-LIMIT-HEADROOM_PCT=83.9
GLOBAL_ROUTE.USAGE.MET1_PCT=4.67
SYNTH_CELLS=53
CORE.ROWCOUNT=21
WORST_PATH_MAX_DELAY_CELL='sky130_fd_sc_hd__or4b_4'
ROUTE.FINAL.WIRE_LENGTH_MM=1.19
CLKLATENCYLATEPIN_NS=0.27
GRT-BUSIEST-LAYER='met2'
YOSYS-STAT-CELLS=53
DIE_AREA_SQ_UM=6400
FINALHOLDVIOLCOUNT=0
TOP_AREA_CELL='sky130_fd_sc_hd__dfrtp_1'
POWER.LEAKAGE_nW=0.345
DP_CELLS=119
PORT-BUFFER-COUNT=7
POST_SYNTH_MAIN_AREA_CONTRIBUTORS='sky130_fd_sc_hd__dfrtp_1 23%, sky130_fd_sc_hd__dfxtp_1 18%, sky130_fd_sc_hd__edfxtp_1 11%'
TIMING.FINAL.CRIT_SHARE_PCT=137
FINAL-MAX-SLEW-VIOLATION-COUNT=0
WORST_R2R_ENDPOINT='mode[0]$_DFFE_PP_'
VIA_COUNT=477
GRT_USAGE_PCT=3.63
CORE_AREA_SQ_UM=3420
ANTENNA_VIOLATING_NETS_POST_ROUTE=0
NFILLCELLS=359
FLOORPLANUTILIZATION_PCT=16.0
LOGIC_AREA_SQ_UM=304
SYNTHDISTINCTLIBCELLS=30
GRT_ANTENNA_BEFORE_REPAIR=0
END_KIND='flop'
CP.DEPTH=4
CRIT_BUF_INV=0
GRT_MAX_DEGREE=10
NUMBER_OF_ITERATIONS_IN_THE_FIRST_DETAILED_ROUTING_PASS=3
SETUP-VIOLATIONS-FINAL=7
SYNTH.TOP_CELL.AREA_SHARE_PCT=22.9
BOUNDARYPINS=8
ROUTABILITYCONGESTION=0.798
[layout make-up]
cell class	instances	share of cell area [%]
timing repair buffer	26	24.0
multi-input combinational	35	33.8
clock buffer	4	2.92
tap	46	6.39
sequential	12	31.7
inverter	3	1.25
[report_power, final]
part           switching (mW)  internal [mW]  total, mW
combinational          0.0185         0.0242     0.0427
clock                   0.126          0.129      0.255
sequential            0.00186          0.417      0.419
[flip-flops by register name (all words and copies together) (netlist names)]
signal    cells
m.jkf2.q      1
m.jkf4.q      1
A2            1
clr           1
m.jkf5.q      1
m.jkf1.q      1
mode          2
m.jkf3.q      1
C             1
B             1
A1            1
[worst min-delay path by stage]
stage / endpoint / slack (ns) / depth (start not counted)
CTS: m.jkf3.q$_DFFE_PP0N_ / 0.11 / 1
global route: m.jkf3.q$_DFFE_PP0N_ / 0.15 / 1
finish: m.jkf3.q$_DFFE_PP0N_ / 0.1 / 1
[layout by cell type (no fill, tap or decap), types with 2 or more instances in the layout]
master and n:
sky130_fd_sc_hd__xnor2_1 3, sky130_fd_sc_hd__dfrtp_1 5, sky130_fd_sc_hd__edfxtp_1 2, sky130_fd_sc_hd__buf_4 15, sky130_fd_sc_hd__buf_6 4, sky130_fd_sc_hd__dlygate4sd2_1 5
sky130_fd_sc_hd__dfxtp_1 5, sky130_fd_sc_hd__clkbuf_4 3, sky130_fd_sc_hd__inv_1 3, sky130_fd_sc_hd__nand2_1 3, sky130_fd_sc_hd__nand3b_1 2, sky130_fd_sc_hd__nand2b_1 3
[timing repair]
| item | in CTS | in global routing |
|---|---|---|
| buffers inserted | 1 | 3 |
| endpoints found under the setup margin | 13 | 8 |
| pin swaps | 2 | 9 |
| endpoints found under the hold margin | 0 | 0 |
| resized | 12 | 14 |
[per-layer routing]
metal  wire length (microns)  vias to the layer above
met5                       0                        -
met4                       0                        0
met3                      96                        0
met2                     536                        9
met1                     560                      226
li1                        -                      242
[logic make-up after synthesis]
| kind of cell | count (synthesis) | synth area share (%) |
|---|---|---|
| flip-flops | 12 | 52.2 |
| AND/OR/NAND/NOR | 18 | 19.9 |
| AND-OR/OR-AND | 12 | 15.6 |
| XOR/XNOR | 5 | 8.01 |
| buffers and inverters | 6 | 4.35 |
[metrics by stage]
step	cell area (sq um)	worst slack, ns
final	901	-0.439
after global routing	901	-0.478
after CTS	832	-0.436
after detailed placement	782	-0.510
after global placement	782	-0.470
after floorplan	553	-0.583
